### config.mk
export PLATFORM = sky130hd
export DESIGN_NAME = ysyx_24110006_ARBITER
export DESIGN_NICKNAME = ysyx_24110006_ARBITER
export VERILOG_FILES = /design/flow/design.v
export SDC_FILE = /design/flow/constraint.sdc
export NUM_CORES = 4
export LEC_CHECK = 1
export CORE_AREA = 10 10 188 188
export DIE_AREA = 0 0 198 198
### constraint.sdc
current_design ysyx_24110006_ARBITER

set clk_period 5.8
set clk_io_pct 0.2

create_clock -name clk0 -period $clk_period [get_ports {i_clock}]

set non_clock_inputs [all_inputs -no_clocks]
set_input_delay [expr $clk_period * $clk_io_pct] -clock clk0 $non_clock_inputs
set_output_delay [expr $clk_period * $clk_io_pct] -clock clk0 [all_outputs]
### design.v
module ysyx_24110006_ARBITER(
  input i_clock,
  input i_reset,
  input [31:0] i_axi_araddr0,
  input i_axi_arvalid0,
  output o_axi_arready0,
  input [3:0] i_axi_arid0,
  input [7:0] i_axi_arlen0,
  input [2:0] i_axi_arsize0,
  input [1:0] i_axi_arburst0,  
  output [31:0] o_axi_rdata0,
  output o_axi_rvalid0,
  output [1:0] o_axi_rresp0,
  input i_axi_rready0,
  output [3:0] o_axi_rid0,
  output o_axi_rlast0,
  input [31:0] i_axi_araddr1,
  input i_axi_arvalid1,
  output o_axi_arready1,
  input [3:0] i_axi_arid1,
  input [7:0] i_axi_arlen1,
  input [2:0] i_axi_arsize1,
  input [1:0] i_axi_arburst1,  
  output [31:0] o_axi_rdata1,
  output o_axi_rvalid1,
  output [1:0] o_axi_rresp1,
  input i_axi_rready1,
  output [3:0] o_axi_rid1,
  output o_axi_rlast1,  
  input [31:0] i_axi_awaddr1,
  input i_axi_awvalid1,
  output o_axi_awready1,
  input [3:0] i_axi_awid1,
  input [7:0] i_axi_awlen1,
  input [2:0] i_axi_awsize1,
  input [1:0] i_axi_awburst1,  
  input [31:0] i_axi_wdata1,
  input [3:0] i_axi_wstrb1,
  input i_axi_wvalid1,
  output o_axi_wready1,
  input i_axi_wlast1,  
  output [1:0] o_axi_bresp1,
  output o_axi_bvalid1,
  input i_axi_bready1,
  output [3:0] o_axi_bid1,  
  output [31:0] o_axi_araddr,
  output o_axi_arvalid,
  input i_axi_arready,
  output [3:0] o_axi_arid,
  output [7:0] o_axi_arlen,
  output [2:0] o_axi_arsize,
  output [1:0] o_axi_arburst,  
  input [31:0] i_axi_rdata,
  input i_axi_rvalid,
  input [1:0] i_axi_rresp,
  output o_axi_rready,
  input [3:0] i_axi_rid,
  input i_axi_rlast,  
  output [31:0] o_axi_awaddr,
  output o_axi_awvalid,
  input i_axi_awready,
  output [3:0] o_axi_awid,
  output [7:0] o_axi_awlen,
  output [2:0] o_axi_awsize,
  output [1:0] o_axi_awburst,  
  output [31:0] o_axi_wdata,
  output [3:0] o_axi_wstrb,
  output o_axi_wvalid,
  input i_axi_wready,
  output o_axi_wlast,  
  input [1:0] i_axi_bresp,
  input i_axi_bvalid,
  output o_axi_bready,
  input [3:0] i_axi_bid
);
localparam IDLE_READ = 2'b00;
localparam MEM0_READ = 2'b01;
localparam MEM1_READ = 2'b10;
localparam IDLE_WRITE = 2'b00;
localparam MEM1_WRITE = 2'b01;
reg [1:0] read_state;
reg [1:0] write_state;
always@(posedge i_clock)begin
  if(i_reset) read_state <= IDLE_READ;
  else begin
    case(read_state)
      IDLE_READ:begin
        if(i_axi_arvalid0) read_state <= MEM0_READ;
        else if(i_axi_arvalid1) read_state <= MEM1_READ;
      end
      MEM0_READ:begin
        if(i_axi_rlast && i_axi_rvalid && o_axi_rready) read_state <= IDLE_READ;
      end
      MEM1_READ:begin
        if(i_axi_rvalid && o_axi_rready) read_state <= IDLE_READ;
      end
      default: begin
        read_state <= IDLE_READ;
      end
    endcase
  end
end
wire is_read0 = read_state == MEM0_READ;
wire is_read1 = read_state == MEM1_READ;
wire is_write1 = write_state == MEM1_WRITE;
assign o_axi_araddr = is_read0 ? i_axi_araddr0 : is_read1 ? i_axi_araddr1 : 0;
assign o_axi_arvalid = is_read0 ? i_axi_arvalid0 : is_read1 ? i_axi_arvalid1 : 0;
assign o_axi_arid = is_read0 ? i_axi_arid0 : is_read1 ? i_axi_arid1 : 0;
assign o_axi_arlen = is_read0 ? i_axi_arlen0 : is_read1 ? i_axi_arlen1 : 0;
assign o_axi_arsize = is_read0 ? i_axi_arsize0 : is_read1 ? i_axi_arsize1 : 0;
assign o_axi_arburst = is_read0 ? i_axi_arburst0 : is_read1 ? i_axi_arburst1 : 0;
assign o_axi_rready = is_read0 ? i_axi_rready0 : is_read1 ? i_axi_rready1 : 0;
assign o_axi_arready0 = is_read0 ? i_axi_arready : 0;
assign o_axi_rdata0 = is_read0 ? i_axi_rdata : 0;
assign o_axi_rvalid0 = is_read0 ? i_axi_rvalid : 0;
assign o_axi_rresp0 = is_read0 ? i_axi_rresp : 0;
assign o_axi_rid0 = is_read0 ? i_axi_rid : 0;
assign o_axi_rlast0 = is_read0 ? i_axi_rlast : 0;
assign o_axi_arready1 = is_read1 ? i_axi_arready : 0;
assign o_axi_rdata1 = is_read1 ? i_axi_rdata : 0;
assign o_axi_rvalid1 = is_read1 ? i_axi_rvalid : 0;
assign o_axi_rresp1 = is_read1 ? i_axi_rresp : 0;
assign o_axi_rid1 = is_read1 ? i_axi_rid : 0;
assign o_axi_rlast1 = is_read1 ? i_axi_rlast : 0;
always@(posedge i_clock)begin
  if(i_reset) write_state <= IDLE_WRITE;
  else begin
    case(write_state)
      IDLE_WRITE:begin
        if(i_axi_awvalid1) write_state <= MEM1_WRITE;
      end
      MEM1_WRITE:begin
          if(i_axi_bvalid && o_axi_bready) write_state <= IDLE_WRITE;
      end
      default: begin
        write_state <= IDLE_WRITE;
      end
    endcase
  end
end
assign o_axi_awaddr = is_write1 ? i_axi_awaddr1 : 0;
assign o_axi_awvalid = is_write1 ? i_axi_awvalid1 : 0;
assign o_axi_awid = is_write1 ? i_axi_awid1 : 0;
assign o_axi_awlen = is_write1 ? i_axi_awlen1 : 0;
assign o_axi_awsize = is_write1 ? i_axi_awsize1 : 0;
assign o_axi_awburst = is_write1 ? i_axi_awburst1 : 0;
assign o_axi_wdata = is_write1 ? i_axi_wdata1 : 0;
assign o_axi_wstrb = is_write1 ? i_axi_wstrb1 : 0;
assign o_axi_wvalid = is_write1 ? i_axi_wvalid1 : 0;
assign o_axi_wlast = is_write1 ? i_axi_wlast1 : 0;
assign o_axi_bready = is_write1 ? i_axi_bready1 : 0;
assign o_axi_awready1 = is_write1 ? i_axi_awready : 0;
assign o_axi_wready1 = is_write1 ? i_axi_wready : 0;
assign o_axi_bresp1 = is_write1 ? i_axi_bresp : 0;
assign o_axi_bvalid1 = is_write1 ? i_axi_bvalid : 0;
assign o_axi_bid1 = is_write1 ? i_axi_bid : 0;
endmodule
### run.sh
#!/bin/bash
# OpenROAD 26Q1-2900-gdf79404cd8, Yosys 0.63+post, stock flow scripts
make -C /OpenROAD-flow-scripts/flow DESIGN_CONFIG=/design/flow/config.mk WORK_HOME=/design/flow/orfs finish
==> commit_impl_results.txt <==
Add synthesis and place-and-route results

- Per the OpenROAD power report, leakage power amounts to 0.00260 uW.
- Per Yosys stat, the portion of area used by sequential elements is 4.99%.
* Total GRT Usage: 9.45%
* Worst relative slew slack: 58.7%
* Worst slack at placement: 2.16 ns
* Cell Count, Final, Fillers Out: 1139
- Dominant combinational family: simple AND/OR/NAND/NOR gates
* Global-route wire length before repair: 27.6 mm
- Static timing analysis puts the maximum clock frequency at 0.275 GHz.
- At the floorplan stage, the core utilization is reported as around 6.4%.
* Total stage count of the critical path: 4
* Post-Synthesis Cell Area: roughly 2000 um^2
* Pre-antenna DRT Iters: 4
- Setup crit end kind: output port
- Maximum fanout count along the critical path: 38
- According to the Yosys statistics, the synthesized design has a chip area of 2000 um^2.
* Vias/cell: 3.36
* Die outline area: 39200 um^2
- The final timing report derives a shortest allowable period of roughly 3.6 ns.
- The script reports the combined buffer and inverter count of the critical path as 2.
- Origin of the critical flop-to-flop path: read_state[2]$_DFF_P_
* Peak per-stage delay on the critical path: 0.58 ns
* Slew of the pin with the lowest slew margin: 0.619 ns
- Worst ir drop on vdd: 0.0529 mV
- Standard-cell row count: 65
- STA reports the tightest min-delay check as being of type reg -> reg.
* Hold Path Depth: 1
- Layout cells sized above 1: 1.49%
- By instance count after routing, the leading logic cell types are clkdlybuf4s50_1 (473), and2_1 (179), a22o_1 (50).
- Clk slew on worst S/H paths: 0.04 ns
- Broken down by cell family, the worst path's largest delay share belongs to buffers and inverters.
- The cell sitting at the root of the clock tree is a clkbuf_16.
- Layout Utilization: 22.8%
- Counting along the longest clock path gives a buffer depth of 2.
- Final Hold Fails: 0
- TritonCTS built the clock tree.
- Gate count after technology mapping: about 290
- The portion of synthesized area spent on multiplexers is less than 1%.
- Per the final report, max-transition violations number 0.
- Number of distinct library cells after synthesis: 23
- Once routing completed, OpenROAD measured the worst setup slack at 2.16 ns.
- Clk_skew: 0.0000630 ns
* Instance count after placement with tap cells included: 1134
* XOR/XNOR share of the synthesized area: 0%
* Hold buffer count at CTS: 0
* Category of the most critical setup path: reg -> out
- Number of vias in the routed layout: 3830
- Final setup viols: 0
- During placement, the flow inserted port buffers numbering 473.
* Total power divided by cell area: slightly above 80 nW/um^2
- Hold_sp: write_state[0]$_DFF_P_
- Setup repair after global routing missed its margin: false
- Outcome: complete, no violations
* Beginning of the critical path: read_state[2]$_DFF_P_
- Ratio of final minimum period to clock period: 62.7%
- Number of DRC markers in iteration 0: 66
* # Cells Yosys: 287
- Layout overhead on the synthesized area: 257%
- Looking at the clock tree report, the H-tree level count equals 1.
* Depth of the most critical reg-to-reg path: 4
- The clock reaches the later pin of the worst-skew pair after 0.23 ns.
- Of the total synthesized cell area, the portion taken by AND-OR and OR-AND cells is approximately a quarter.
* Number of DRC violations after detailed routing: 0
* Adder-cell share of the synthesized area: 0%
* OpenROAD warning count: 25
* Placement Cell Area: 7070 um^2
- Summing the areas of all and, or, nand and nor instances in the mapped netlist gives 59.3% of the synthesized area.
* Post-CTS Setup Bufs: 0
* Clock sink count: 5
- Drt total wl: 20.4 mm
- Antenna violations before repair: 7
- Max-cap violations in this run came to 0.
* Synthesized area divided by synthesized cell count: 6.98 um^2
- In this run the vertical extent of the chip is 198 um.
* Post-layout instance area: 7150 um^2
* Total overflow reported by the global router: 0
- CTS buffer count: 3
- Warning count from the yosys run: 1
- Per the detail_route report, routed wire per instance is 17.9 um.
* Core Box Area: roughly 31000 um^2
- Crit path max-delay cell type: nor2b_4
* DPL Wire Length: 18.6 mm
- Die extent in x: slightly below 200 um
* Cell-by-cell trace of the critical path: nor2b_4 -> buf_4 -> a22o_1 -> clkdlybuf4s50_1
- For the worst setup path, the data arrival time is between 2 and 2.5 ns.
- Vias in the first global route: 4098
- Type of element launching the critical path: flop
- The detail route stage leaves a number of antenna-violating nets equal to 0.
- WP data required: 4.64 ns
- Number of top-level pins: around 470
- In this run, synthesis produced a sequential element count of 5.
- Most common cell after layout, fill and taps aside: clkdlybuf4s50_1
- After routing, the total negative slack on setup checks comes to 0 ns.
* Final weighted congestion in routability-driven placement: 0.863
- Entering global routing, the biggest net connects roughly 63 pins.
- Count of instances resized after the clock tree is built: 0
-- stage by stage --
stage	total power, uW	hold slack (ns)
after floorplan	123	0.461
after global placement	483	0.479
after detailed placement	484	0.482
after CTS	612	0.496
after global routing	641	0.517
final	593	0.489
-- flip-flops by register name, indices dropped and copies added, names as in the netlist --
signal	cells
read_state	3
write_state	2
-- cell type report --
class | instances | area, um^2
well taps | 402 | 503
repair buffers | 477 | 4760
fillers | 3411 | 24200
inverters | 2 | 7.51
flip-flops and latches | 5 | 103
clock buffers | 4 | 78.8
diodes | 1 | 2.50
multi-input cells | 248 | 1690
-- metal layers --
metal	track usage [%]	part of all wire (%)	vias up
met5	0	0.33	-
met4	0.427	0.44	12
met3	5.74	14	16
met2	16.5	49	268
met1	9.99	36	1688
li1	-	-	1846
-- kinds of logic (layout without fill, tap and decap cells) --
logic type / Yosys count / count (layout)
AND/OR/NAND/NOR: 190 / 190
AND-OR/OR-AND: 57 / 57
buffers and inverters: 34 / 483
flip-flops: 5 / 5
multiplexers: 1 / 1
other: 0 / 1
-- cells in the mapped netlist (all sizes together) --
cell | number | area [um^2]
nand2 | 3 | 11.3
nand3 | 1 | 5.00
o21ai | 1 | 5.00
nor2 | 2 | 7.51
o21a | 1 | 7.51
clkbuf | 13 | 51.3
inv | 2 | 7.51
a221o | 1 | 10.0
a211o | 1 | 8.76
buf | 19 | 158
dfxtp | 5 | 100
a21oi | 1 | 5.00
nor3b | 1 | 7.51
and2 | 180 | 1130
a22o | 50 | 438
nor2b | 1 | 13.8
nand3b | 2 | 15.0
mux2i | 1 | 10.0
a22oi | 2 | 15.0
-- power breakdown --
part / leakage, uW / total (uW) / internal [uW] / switching, uW
clock: 0.0000382 / 118 / 91.5 / 26.1
combinational: 0.00252 / 427 / 323 / 104
sequential: 0.0000422 / 47.7 / 37.4 / 10.3
-- worst paths after layout --
kind	slack, ns	endpoint
max	2.16	o_axi_arlen[1]
min	0.49	write_state[0]$_DFF_P_
max reg2reg	3.84	read_state[0]$_DFF_P_
min reg2reg	0.49	write_state[0]$_DFF_P_
Power figures rest on the tool's default switching activity, not on a simulated workload.
